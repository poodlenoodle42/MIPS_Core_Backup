**/design/flow/run.sh**
```bash
#!/bin/bash
# OpenROAD 26Q1-2900-gdf79404cd8, Yosys 0.63+post, stock flow scripts
make -C /OpenROAD-flow-scripts/flow DESIGN_CONFIG=/design/flow/config.mk WORK_HOME=/design/flow/orfs finish
```
**/design/flow/constraint.sdc**
```tcl
current_design EX

set clk_period 17.1
set clk_io_pct 0.2

create_clock -name clk0 -period $clk_period [get_ports {clk}]

set non_clock_inputs [all_inputs -no_clocks]
set_input_delay [expr $clk_period * $clk_io_pct] -clock clk0 $non_clock_inputs
set_output_delay [expr $clk_period * $clk_io_pct] -clock clk0 [all_outputs]
```
**/design/flow/config.mk**
```make
export PLATFORM = sky130hd
export DESIGN_NAME = EX
export DESIGN_NICKNAME = EX
export VERILOG_FILES = /design/flow/design.v
export SDC_FILE = /design/flow/constraint.sdc
export NUM_CORES = 4
export LEC_CHECK = 1
export CORE_UTILIZATION = 50
```
**/design/flow/design.v**
```verilog
`timescale 1ns / 1ps
module EX(
    input [5:0] opcode,
    input [4:0] rd,
    input register_write,
    input branch,
    input [4:0] shamt,
    input [5:0] funct,
    input [25:0] target,
    input [31:0] pc,
    input [31:0] value_1,
    input [31:0] value_2,
    input [31:0] value_3,
    input clk,
    input stall,
    input double_write_back_stall,
    output reg [5:0] opcode_o,
    output reg [4:0] rd_o,
    output reg register_write_o,
    output reg [31:0] result,
    output reg branch_o,
    output reg [31:0] address,
    output stall_o
    );
wire [5:0] op;
assign op = opcode;
wire [31:0] shift_input_2;
assign shift_input_2 = (funct == 0 || funct == 3 || funct == 2) ? {{27{1'b0}}, shamt} : value_1;
wire [31:0] shift_left_logical;
assign shift_left_logical = value_2 << shift_input_2;
wire [31:0] shift_right_logical;
assign shift_right_logical = value_2 >> shift_input_2;
wire [31:0] shift_left_arithmetic;
assign shift_left_arithmetic = value_2 <<< shift_input_2;
wire [31:0] shift_right_arithmetic;
assign shift_right_arithmetic = value_2 >>> shift_input_2;
wire [31:0] arithmetic_input; 
assign arithmetic_input = (op == 0 || op == 4 || op == 5) ? value_2 : value_3;
wire [31:0] add;
assign add = value_1 + arithmetic_input;
wire [31:0] subtract;
assign subtract = value_1 - arithmetic_input;
wire [31:0] and_w;
assign and_w = value_1 & arithmetic_input;
wire [31:0] or_w;
assign or_w = value_1 | arithmetic_input;
wire [31:0] xor_w;
assign xor_w = value_1 ^ arithmetic_input;
wire [31:0] nor_w;
assign nor_w = ~or_w;
wire [31:0] address_w_input;
assign address_w_input = branch == 0 ? value_1 : pc;
wire [31:0] address_w;
assign address_w = address_w_input + value_3;
wire equal;
assign equal = value_1 == arithmetic_input;
wire bigger;
assign bigger = value_1 > arithmetic_input;
wire bigger_signed;
assign bigger_signed = $signed(value_1) > $signed(arithmetic_input);
wire smaller;
assign smaller = (!bigger && !equal);
wire smaller_signed;
assign smaller_signed = (!bigger_signed && !equal);
wire jump;
assign jump = ((op == 4 && equal) ||  
              (op == 1 && (((rd == 1 || rd == 17) && value_1[31] == 0) ||  
              (rd == 0 && (rd == 0 || rd == 16) && value_1[31] == 1))) ||  
              (op == 7 && value_1[31] == 0 && value_1 > 0) ||  
              (op == 6 && (value_1[31] == 1 || value_1 == 0)) ||  
              (op == 5 && !equal) ||  
              (op == 2) ||  
              (op == 3) ||  
              (op == 0 && (funct == 9 || funct == 8))  
              ); 
wire [63:0] mult_div_out;
reg [63:0] mul_result;
wire [31:0] lo = mul_result[31:0];
wire [31:0] hi = mul_result[63:32];
wire mult_div_in_operation;
assign stall_o = mult_div_in_operation;
wire enable = op == 0 && (funct == 26 || funct == 27 || funct == 24 || funct == 25) ? 1 : 0;
wire [1:0] operation = {funct[1],!funct[0]}; 
reg division;
reg last_mult_div_in_operation;
MULT_DIV mult_div(
    .clk (clk),
    .enable (enable),
    .value_1 (value_1),
    .value_2 (value_2),
    .operation (operation),
    .out (mult_div_out),
    .in_operation (mult_div_in_operation)
);
initial begin 
    opcode_o = 0;
    rd_o = 0;
    register_write_o = 0;
    result = 0;
    branch_o = 0;
    address = 0;
    mul_result = 0;
    division = 0;
end
always @ (posedge clk) begin
if(double_write_back_stall == 0) begin
    rd_o <= rd;
    register_write_o <= register_write;
    opcode_o <= opcode;
    last_mult_div_in_operation <= mult_div_in_operation;
    if((op == 0 && (funct == 32 || funct == 33)) || op == 8 || op == 9) begin  
        result <= add;
    end else if ((op == 0 && funct == 36) || op == 12) begin  
        result <= and_w;
    end else if (op == 0 && (funct == 26 || funct == 27)) begin  
        division <= 1;
    end else if (op == 15) begin  
        result <= value_3 << 16;
    end else if (op == 0 && funct == 18) begin  
        result <= lo;
    end else if (op == 0 && funct == 16) begin  
        result <= hi;
    end else if (op == 0 && funct == 17) begin  
        mul_result[63:32] <= value_1;
    end else if (op == 0 && funct == 19) begin  
        mul_result[31:0] <= value_1;
    end else if (op == 0 && (funct == 24 || funct == 25)) begin  
        division <= 0;
    end else if (op == 0 && funct == 39) begin  
        result <= nor_w;
    end else if ((op == 0 && funct == 37) || op == 13) begin  
        result <= or_w;
    end else if (op == 40 || op == 41 || op == 43 || op == 42 || op == 46 || op == 34 || op == 38) begin  
        result <= value_2;
    end else if (op == 0 && (funct == 0 || funct == 4)) begin  
        result <= shift_left_logical;
    end else if ((op == 0 && funct == 42) || op == 10) begin  
        if (smaller_signed) begin
            result <= 1;
        end else begin
            result <= 0;
        end
    end else if (op == 11 || (op == 0 && funct == 43)) begin  
        if (smaller) begin
            result <= 1;
        end else begin
            result <= 0;
        end
    end else if (op == 0 && (funct == 3 || funct == 7)) begin  
        result <= shift_right_arithmetic;
    end else if (op == 0 && (funct == 2 || funct == 6)) begin  
        result <= shift_right_logical;
    end else if (op == 0 && (funct == 34 || funct == 35)) begin  
        result <= subtract;
    end else if ((op == 0 && funct == 38) || op == 14) begin  
        result <= xor_w;
    end else begin
        result <= value_2;
    end
    if (op == 2 || op == 3) begin 
        address <= ({{6{1'b0}}, target} << 2) | {pc[31:28],{28{1'b0}}};  
    end else if (op == 0 && (funct == 9 || funct == 8)) begin  
        address <= value_1;
    end else begin
        address <= address_w;
    end 
    branch_o <= jump;
    if (jump == 1) begin 
        result <= pc + 4;
    end 
end
    if(mult_div_in_operation == 0 && last_mult_div_in_operation == 1) begin
        mul_result <= mult_div_out;
    end
end
endmodule
`timescale 1ns / 1ps
module MULT_DIV(
    input clk,
    input enable,
    input [31:0] value_1,
    input [31:0] value_2,
    input [1:0] operation,   
    output reg [63:0] out,
    output reg in_operation 
    );
reg [1:0] operation_reg;
reg value_1_neg;
reg value_2_neg;
reg [31:0] operand1;
reg [31:0] operand2;
reg running_division;
reg [5:0] counter;
reg [31:0] A;
wire [31:0] A_shifted;
assign A_shifted = (A << 1) | operand1[31];
wire [31:0] A_shifted_m_divisor;
assign A_shifted_m_divisor = A_shifted - operand2;
initial begin
    operation_reg = 0;
    value_1_neg = 0;
    value_2_neg = 0;
    operand1 = 0;
    operand2 = 0;
    running_division = 0;
    counter = 0;
    A = 0;
    out = 0;
    in_operation = 0;
end
wire [31:0] positive1;
assign positive1 = value_1[31] == 0 ? value_1 : (~value_1) + 1;
wire [31:0] positive2;
assign positive2 = value_2[31] == 0 ? value_2 : (~value_2) + 1;
wire [63:0] multiplication;
assign multiplication = operand1 * operand2;
always @ (posedge clk) begin
    if(enable == 1) begin
        operation_reg <= operation;
        in_operation <= 1;
        if(operation == 0 || operation == 2) begin
            operand1 <= value_1;
            operand2 <= value_2;
        end else if (operation == 1 || operation == 3) begin
            operand1 <= positive1;
            operand2 <= positive2;
            value_1_neg <= value_1[31];
            value_2_neg <= value_2[31];
        end
    end else if (in_operation == 1) begin
        if(operation_reg == 0) begin
            out <= multiplication;
            in_operation <= 0;
        end else if (operation_reg == 1) begin
            if(value_1_neg ^ value_2_neg) begin
                out <= ~(multiplication) + 1;
            end else begin
                out <= multiplication;
            end
            in_operation <= 0;
        end else if (running_division == 0 && (operation_reg == 2 || operation_reg == 3)) begin
            A <= 0;
            counter <= 32;
            running_division <= 1;
        end else if (running_division == 1) begin
            if(A_shifted_m_divisor[31] == 1) begin
                operand1 <= operand1 << 1;
                A <= A_shifted;
            end else begin
                operand1 <= (operand1 << 1) | 1;
                A <= A_shifted_m_divisor;
            end
            counter <= counter - 1;
            if(counter == 0) begin
                running_division <= 0;
                in_operation <= 0;
                if((value_1_neg == 0 && value_2_neg == 0) || operation_reg == 2) begin
                    out[63:32] <= A;
                    out[31:0] <= operand1;
                end else if (value_1_neg == 1 && value_2_neg == 0) begin
                    out[63:32] <= (~A) + 1;
                    out[31:0] <= (~operand1) + 1;
                end else if (value_1_neg == 1 && value_2_neg == 1) begin
                    out[31:0] <= operand1;
                    out[63:32] <= (~A) + 1;
                end else if (value_1_neg == 0 && value_2_neg == 1) begin
                    out[31:0] <= (~operand1) + 1;
                    out[63:32] <= A;
                end
            end
        end
    end
end
endmodule
```
==> load_flow_metrics.sql <==
-- load yosys + openroad results
INSERT INTO impl_metrics (metric_group, metric, value, unit) VALUES
('status', 'status', 'finished, final reports clean', ''),
('min_path', 'hold_path_class', 'flop to flop', ''),
('clocking', 'clkSlewWorstSetupHoldPaths', '60', 'ps'),
('critical_path', 'crit_type', 'flop to flop', ''),
('yosys', 'asyncSetResetFlopFracSynth', '0', '%'),
('yosys', 'yosysCellCount', '7770', ''),
('clocking', 'cts_sinks', '314', ''),
('clocking', 'numCtsBuffers', '35', ''),
('layout', 'layout-area-overhead-vs-synth', '8.97', '%'),
('yosys', 'netlist_area', '65300', 'um^2'),
('sta', 'layout_min_cycle_time', '10410', 'ps'),
('yosys', 'synth.yosys.seq_area_share', '14.4', '%'),
('sta', 'timing.fmax', '0.0960', 'GHz'),
('placement', 'io_buffer_count', '257', ''),
('sta', 'grt_setup_unrepaired', 'no', ''),
('yosys', 'enable_flop_cells', '313', ''),
('yosys', 'synth.cells.most_frequent', '1,038 x inv_1, 1,023 x nand2_1, 900 x fa_1', ''),
('critical_path', 'worst-path-max-fanout', '28', ''),
('yosys', 'syn-mean-instance-area', '8.40', 'um^2'),
('floorplan', 'die_area', '132000', 'um^2'),
('layout', 'n_fill_cell', '11800', ''),
('floorplan', 'fp_util', '50.4', '%'),
('global_route', 'overflow', '0', ''),
('sta', 'worst_slew_margin_rel', '33.6', '%'),
('floorplan', 'num_rows', '132', ''),
('yosys', 'yosys.cell_count.top_type', 'inv_1', ''),
('clocking', 'cts_tree', 'built', ''),
('clocking', 'root_buffer', 'clkbuf_16', ''),
('layout', 'reg.largest.list', 'mul_result: 64 flops, mult_div.out: 64 flops', ''),
('power_and_ir_drop', 'cellLeakagePower', '32.0', 'nW'),
('power_and_ir_drop', 'vdd.ir_drop.worst', '0.0598', 'mV'),
('global_route', 'via_count_of_the_first_global_routing_pass', '57800', ''),
('drt', 'finalWirelength', '277000', 'um'),
('floorplan', 'io-pin-count', '259', ''),
('critical_path', 'worst_ep_arrival_time', '10730', 'ps'),
('yosys', 'yosys_area', '65300', 'um^2'),
('placement', 'dp.final_hpwl', '215000', 'um'),
('drt', 'firstDrtPassIters', '6', ''),
('global_route', 'maximum_number_of_pins_on_one_net_before_global_route_repair', '73', ''),
('critical_path', 'worstPathRequired', '17420', 'ps'),
('sta', 'final_min_period_over_clock_period', '60.9', '%'),
('yosys', 'topCellsByArea', 'fa_1 28%, edfxtp_1 14%, ha_1 8.3%, inv_1 6.0%, nand2_1 5.9%', ''),
('drt', 'routed-via-count', '57900', ''),
('job', 'openroad.warnings', '95', ''),
('sta', 'fin_tns_setup', '0', 'ps'),
('global_route', 'grt_antenna_before_repair', '16', ''),
('yosys', 'ys.flop_type', 'edfxtp_1', ''),
('clocking', 'cts_resized', '0', ''),
('floorplan', 'die_y', '363', 'um'),
('yosys', 'synth_cell_types', '122', ''),
('yosys', 'yosysTopAreaCell', 'fa_1', ''),
('sta', 'report.final.slew_viol_count', '0', ''),
('clocking', 'cts-root-to-sink-buffers', '3', ''),
('critical_path', 'critPathCaptureType', 'flop', ''),
('sta', 'clock-skew-final', '35.4', 'ps'),
('clocking', 'clk-insertion-delay-late', '590', 'ps'),
('yosys', 'synth_largest_type_area_fraction', '27.6', '%'),
('job', 'maxCapViolCount', '0', ''),
('critical_path', 'critical_path_launch_point_type', 'flop', ''),
('drt', 'dr.first_iter.drc_count', '4662', ''),
('floorplan', 'core-area', '129000', 'um^2'),
('sta', 'worstMarginPinSlew', '984', 'ps'),
('clocking', 'h-tree-depth', '2', ''),
('global_route', 'grtUsageTotal', '45.2', '%'),
('clocking', 'postCtsSetupBuffers', '0', ''),
('sta', 'setup_viol_count_final', '0', ''),
('drt', 'wire_per_inst', '29.0', 'um'),
('drt', 'drc_errors', '0', ''),
('power_and_ir_drop', 'fin_total_pwr', '3.04', 'mW'),
('floorplan', 'die-width', '363', 'um'),
('sta', 'number_of_hold_violations_in_the_final_report', '0', ''),
('power_and_ir_drop', 'cellPowerDensity', '42.7', 'nW/um^2'),
('drt', 'ant_nets', '0', ''),
('layout', 'ratio_of_cells_with_drive_above_1_in_the_final_layout', '5.58', '%'),
('global_route', 'grt_pass1_wl', '400000', 'um'),
('yosys', 'ys_seq_elements', '314', ''),
('yosys', 'ys.warnings.count', '2', ''),
('clocking', 'postCtsHoldBufs', '0', ''),
('placement', 'gpl.final_weighted_congestion', '1.09', ''),
('drt', 'detail_route.vias_per_cell', '6.04', ''),
('yosys', 'post_synth_inst_count', '7770', '');
-- where the power goes --
group          internal (mW)  leakage (nW)  switching, mW
Combinational          0.514          28.6          0.857
Clock                  0.425         0.531          0.344
Sequential             0.891          2.93        0.00806
Total                   1.83          32.0           1.21
-- layer usage --
layer	vias to the layer above	GRT usage, %	part of all wire, %
met1	28200	55.0	34
met3	886	17.4	11
li1	25600	-	-
met4	13	32.8	9.7
met5	-	0.654	0.065
met2	3130	67.0	45
-- cells by family (layout without fill, tap and decap cells) --
group,Yosys count,in the layout,synth area share [%]
compound gates,1453,1453,14.3
fa+ha+maj,1334,1334,35.9
mux,166,166,2.69
other cells,0,13,0
simple gates,2631,2631,19.2
flops,314,314,14.4
buf+inv,1546,1601,9.03
xor+xnor,326,326,4.41
-- cell type report --
class | instances | area (um^2) | share of cell area, %
Multi-Input combinational cell | 5910 | 50100 | 70.4
Sequential cell | 314 | 9420 | 13.2
Timing Repair Buffer | 498 | 4370 | 6.15
Inverter | 1043 | 3920 | 5.50
Tap cell | 1742 | 2180 | 3.06
Clock buffer | 40 | 895 | 1.26
Clock inverter | 20 | 225 | 0.317
Antenna cell | 13 | 32.5 | 0.0457
-- stage by stage --
step	instance area, um^2	hold slack [ps]	util, %	setup slack, ps	instances
4_1_cts	71100	503	54.9	6910	9567
6_report	71100	503	54.9	6690	9580
3_5_place_dp	70000	500	54.0	6600	9507
5_1_grt	71100	528	54.9	6330	9567
2_1_floorplan	65300	481	-	8660	7770
3_3_place_gp	70000	498	54.0	6540	9507
-- critical path, cell delays in order (launching register included) --
cell	delay (ps)
edfxtp_1	330
buf_4	450
inv_1	560
nor2_1	300
fa_1	450
fa_1	570
inv_1	60
fa_1	490
fa_1	510
inv_1	50
fa_1	540
fa_1	420
fa_1	510
fa_1	440
ha_1	470
a21oi_1	350
a21boi_0	140
a311oi_1	520
o21ai_0	340
a221o_1	380
or3_1	320
a22oi_1	480
nand2_1	230
nor4_4	410
nand2_1	170
o21ai_1	170
xor2_1	310
mux2i_1	120
-- placed cells by master, fill, tap and decap left out, types with 42 or more instances in the layout --
master / count
a211oi_1: 56
a21o_1: 78
a21oi_1: 413
a31oi_1: 60
and2_1: 492
and3_1: 48
buf_4: 241
clkdlybuf4s50_1: 255
edfxtp_1: 313
fa_1: 900
ha_1: 434
inv_1: 1037
mux2_2: 44
mux2i_1: 117
nand2_1: 1021
nand3_1: 104
nor2_1: 569
nor3_1: 100
o211ai_1: 63
o21ai_0: 335
o31ai_1: 51
or3_1: 42
xnor2_1: 213
xor2_1: 110
-- worst paths after layout --
kind / endpoint / cells past startpoint / startpoint / slack, ps
setup / recovery: mult_div.out[62]$_DFFE_PP_ / 27 / mult_div.operand2[8]$_DFFE_PP_ / 6690
hold / removal: mul_result[4]$_DFFE_PP_ / 2 / mult_div.out[4]$_DFFE_PP_ / 500
setup reg to reg: mult_div.out[62]$_DFFE_PP_ / 27 / mult_div.operand2[8]$_DFFE_PP_ / 6690
hold reg to reg: mul_result[4]$_DFFE_PP_ / 2 / mult_div.out[4]$_DFFE_PP_ / 500
Power is estimated from default activity; no workload was simulated.
