--- ./run.sh ---
#!/bin/bash
# OpenROAD 26Q1-2900-gdf79404cd8, Yosys 0.63+post, stock flow scripts
make -C /OpenROAD-flow-scripts/flow DESIGN_CONFIG=/design/flow/config.mk WORK_HOME=/design/flow/orfs finish
--- ./config.mk ---
export PLATFORM = sky130hd
export DESIGN_NAME = SPI_Controller
export DESIGN_NICKNAME = SPI_Controller
export VERILOG_FILES = /design/flow/design.v
export SDC_FILE = /design/flow/constraint.sdc
export NUM_CORES = 4
export LEC_CHECK = 1
export CORE_UTILIZATION = 30
--- ./constraint.sdc ---
current_design SPI_Controller

set clk_period 2.6
set clk_io_pct 0.2

create_clock -name clk0 -period $clk_period [get_ports {clk}]
create_clock -name clk1 -period $clk_period [get_ports {spi_clk}]

set non_clock_inputs [all_inputs -no_clocks]
set_input_delay [expr $clk_period * $clk_io_pct] -clock clk0 $non_clock_inputs
set_output_delay [expr $clk_period * $clk_io_pct] -clock clk0 [all_outputs]
--- ./design.v ---
`timescale 1ns / 1ps
module SPI_Controller(
    inout [31:0] data_bus,
    input [29:0] data_address,
    input data_rw,
    input data_cs,
    input clk,
    input spi_clk,
    output spi_clk_o,
    output ss,
    output reg mosi,
    input miso
    );
wire interrupt;
assign interrupt = data_address == 0 && data_cs == 1 && data_rw == 1 ? 1 : 0;
wire [7:0] value;
assign value = data_bus[15:8];  
assign data_bus = data_address == 0 && data_cs == 1 && data_rw == 0 ? 0 : 32'bz;
parameter BUFFER_SIZE = 64;
reg [7:0] buffer [0:BUFFER_SIZE];
reg [7:0] send_buffer1;
reg [7:0] send_buffer2;
reg [$clog2(BUFFER_SIZE) + 1:0] write_ptr;
reg [$clog2(BUFFER_SIZE) + 1:0] read_ptr;
reg empty;
reg full;
reg req1;
reg req2;
reg ack1_pipe;
reg ack1_cpu;
reg ack2_pipe;
reg ack2_cpu;
reg line;
reg read;
reg wrote;
reg line_spi;
reg ack1;
reg ack2;
reg req1_pipe;
reg req1_spi;
reg req2_pipe;
reg req2_spi;
reg [7:0] value_spi;
reg [2:0] counter;
reg transaction;
reg ss_rising;
reg ss_faling;
integer i;
initial begin
    for(i = 0; i<=BUFFER_SIZE;i = i + 1) begin
        buffer[i] = 0;
    end
    write_ptr = 0;
    read_ptr = 0;
    empty = 1;
    full = 0;
    send_buffer1 = 0;
    send_buffer2 = 0;
    req1 = 0;
    req1_pipe = 0;
    req1_spi = 0;
    req2 = 0;
    req2_pipe = 0;
    req2_spi = 0;
    ack1_pipe = 0;
    ack1_cpu = 0;
    ack1 = 0;
    ack2_pipe = 0;
    ack2_cpu = 0;
    ack2 = 0;
    line = 0;
    read = 0;
    wrote = 0;
    line_spi = 0;
    value_spi = 0;
    counter = 0;
    ss_rising = 1;
    ss_faling = 1;
    mosi = 0;
    transaction = 0;
end
wire [$clog2(BUFFER_SIZE) + 1:0] next_write_ptr = write_ptr == BUFFER_SIZE ? 0 : write_ptr + 1;
wire [$clog2(BUFFER_SIZE) + 1:0] next_read_ptr = read_ptr == BUFFER_SIZE ? 0 : read_ptr + 1;
always @ (posedge clk) begin
    if(interrupt == 1 && full == 0) begin
        buffer[write_ptr] <= value;
        write_ptr <= next_write_ptr;
        wrote <= 1;
    end else begin
        wrote <= 0;
    end
    if(empty == 0) begin
        if(line == 0 && req1 == 0 && ack1_cpu == 0) begin
            send_buffer1 <= buffer[read_ptr];
            read_ptr <= next_read_ptr;
            req1 <= 1;
            line <= 1;
            read <= 1;
        end else if (line == 1 && req2 == 0 && ack2_cpu == 0) begin
            send_buffer2 <= buffer[read_ptr];
            read_ptr <= next_read_ptr;
            req2 <= 1;
            line = 0;
            read <= 1;
        end else begin
            read <= 0;
        end
    end else begin
        read <= 0;
    end
    if(ack1_cpu == 1) begin
        req1 <= 0;
    end else if (ack2_cpu == 1) begin
        req2 <= 0;
    end
    {ack1_cpu,ack1_pipe} <= {ack1_pipe,ack1};
    {ack2_cpu,ack2_pipe} <= {ack2_pipe,ack2};
end
wire read_eq_write;
assign read_eq_write = read_ptr == write_ptr;
always @ (negedge clk) begin
    if(read == 0 && wrote == 1 && read_eq_write == 1) begin
        full <= 1;
    end else if (read == 1 && wrote == 0 && read_eq_write == 1) begin
        empty <= 1;
    end else if (read_eq_write == 0) begin 
        empty <= 0;
        full <= 0;
    end
end
assign spi_clk_o = ss == 0 ? spi_clk : 0;
always @ (negedge spi_clk) begin
    {req1_spi,req1_pipe} <= {req1_pipe,req1};
    {req2_spi,req2_pipe} <= {req2_pipe,req2};
    if(line_spi == 0 && req1_spi == 1 && transaction == 0) begin
        transaction <= 1;
        value_spi <= send_buffer1;
        ack1 <= 1;
        line_spi <= 1;
        counter <= 0;
    end else if (line_spi == 1 && req1_spi == 1 && transaction == 0) begin
        transaction <= 1;
        value_spi <= send_buffer2;
        ack2 <= 1;
        line_spi <= 0;
        counter <= 0;
    end
    else if(transaction == 1) begin
        mosi <= value_spi[7];
        counter <= counter + 1;
        if (counter == 7) begin
            if(line_spi == 0) begin
                ack2 <= 0;
                if(req1_spi == 1) begin
                    value_spi <= send_buffer1;
                    ack1 <= 1;
                    line_spi <= 1;
                end else begin
                    transaction <= 0;
                end
            end else begin
                ack1 <= 0;
                if(req2_spi == 1) begin
                    value_spi <= send_buffer2;
                    ack2 <= 1;
                    line_spi <= 0;
                end else begin
                    transaction <= 0;
                end
            end
        end else begin
            value_spi <= value_spi << 1;
        end
    end
    ss_faling <= !transaction;
end
assign ss = !(!ss_rising || !ss_faling);
always @ (posedge spi_clk) begin
    ss_rising <= ss_faling;
end
endmodule
==> results.json <==
{
  "drive_gt1_share_pct": 16.1,
  "top_area_share_pct": 28.0,
  "gp_congestion": 0.777,
  "final_cell_mix": "33 x conb_1, 32 x clkdlybuf4s50_1, 25 x inv_1",
  "logic_area_um2": 871,
  "avgSynthCellArea_um2": 10.2,
  "critPathKind": "flip-flop to output pin",
  "dp_cells": 326,
  "setup_violations": 12,
  "ys_ff": 40,
  "largest_area_cell": "edfxtp_1",
  "die_h_um": 84.5,
  "slew_viol_final": 0,
  "num_rows": 29,
  "whs_ns": 0.322,
  "pwr_density_cell_nw_per_um2": 465,
  "grt_use_total_pct": 10.5,
  "regArea_um2": 993,
  "lay_top_count": "conb_1",
  "area_leaders": "edfxtp_1 28%, dfxtp_1 21%, buf_4 12%",
  "rrSetupSlack_ns": -0.02,
  "area_growth_pct": 31.9,
  "rsz0062_at_grt": "true",
  "syn_area_um2": 2040,
  "yosys_cells": 199,
  "antenna_found_initial": 0,
  "clk_pin_slew_ns": 0.04,
  "drtIter0Drc": 41,
  "port_buffers": 34,
  "die_x_um": 84.5,
  "grt_max_degree": 15,
  "p_leak_nw": 1.14,
  "dr.pass1.iters": 4,
  "hpwl_um": 2730,
  "grt_pass1_wl_um": 5930,
  "top_regs": "read_ptr: 8 flops, write_ptr: 8 flops, counter: 3 flops",
  "fin_cells": 351,
  "status": "complete, but fails checks",
  "worstReg2RegStart": "read_ptr[1]",
  "cts_tree": "built",
  "first_global_vias": 1391,
  "antenna_cells": 0,
  "holdPathStages": 0,
  "hold_path.class": "flip-flop to flip-flop",
  "synthArstFlopShare_pct": 0,
  "coreArea_um2": 6460,
  "postRouteAntennaNets": 0,
  "synth-main-ff-cell": "dfxtp_1",
  "hold_viol": 0,
  "vias_per_cell": 4.10,
  "required_ns": 2.08,
  "yosys_warnings": 2,
  "fin_ws_ns": -0.226,
  "warnings": 49,
  "hold_start": "req2_pipe",
  "drcViolationCount": 0,
  "cap_violations": 0,
  "arrival_ns": 2.31,
  "skew_ns": 0.0666,
  "endpoint_kind": "output pin",
  "ys_area_um2": 2040,
  "start_kind": "flip-flop",
  "ios": 70,
  "syn_inst": 199,
  "wl_per_cell_um": 9.99,
  "dr_total_vias": 1440,
  "ys_seq_share_pct": 48.6,
  "chipArea_um2": 7130,
  "min_to": "req2_spi",
  "peakVddDrop_mv": 0.322,
  "cp_max_fo": 2,
  "n_fill_cell": 600,
  "worst-r2r-cell-count": 3,
  "cts_hold_buffers": 0,
  "violations": "setup timing",
  "ys_types": 35,
  "reg2reg_to": "empty",
  "wirelength_um": 3510,
  "fp_util_pct": 31.6,
  "finalPower_mw": 1.25,
  "edf_count": 19,
  "grt_overflow": 0
}
==> cell families after synthesis <==
kind of cell / Yosys count / share of synthesized area [%]
adders and majority gates: 6 / 3.68
buffers and inverters: 50 / 16.4
other: 1 / 0.184
DFF: 40 / 48.6
and+or+nand+nor: 64 / 16.9
AOI/OAI and AO/OA: 18 / 5.22
muxes: 1 / 0.552
xor gates and xnor gates: 19 / 8.53
==> per-stage QoR <==
stage          area [um^2]  setup TNS (ns)  util, %  setup WS [ns]
6_report              2690          -0.597     41.7         -0.226
5_1_grt               2690           -1.48     41.7         -0.274
4_1_cts               2670           -1.06     41.4         -0.251
3_5_place_dp          2500          -0.562     38.7         -0.174
3_3_place_gp          2500          -0.676     38.7         -0.157
2_1_floorplan         2170          -0.353        -        -0.0779
==> cell usage after synthesis (all sizes together), types with 2 or more instances <==
| cell type | instances |
|---|---|
| clkbuf | 2 |
| xor2 | 3 |
| edfxtp | 19 |
| nand2b | 4 |
| xnor2 | 16 |
| nor3 | 4 |
| nand2 | 8 |
| or3 | 2 |
| nor2 | 16 |
| a21oi | 4 |
| ha | 6 |
| nor4 | 8 |
| inv | 12 |
| nand4 | 6 |
| nand3 | 8 |
| nor2b | 2 |
| a31oi | 2 |
| o21ai | 8 |
| dfxtp | 21 |
| buf | 36 |
==> worst max-delay path: stages (launching register included) <==
cell and delay (ns):
dfxtp_2 0.31, and2_4 0.13, buf_6 0.11, nor2_4 0.06
buf_2 0.09
==> metal layers <==
metal  GRT usage (%)  wire (um)  vias up
li1                -          -      760
met1            15.6       1730      645
met2            15.3       1600       33
met3            3.19        167        2
met4            2.93         14        0
met5               0          0        -
==> timing repair <==
action	in CTS	in global routing
setup endpoints to repair	12	14
gates resized	8	4
pin swaps	5	5
setup buffers	4	1
==> final cells by class <==
class                           instances  area share [%]
Clock buffer                            9            3.53
Timing Repair Buffer                   59            20.1
Clock inverter                         15            2.09
Tap cell                               77            3.58
Multi-Input combinational cell        141            32.4
Sequential cell                        40            36.9
Inverter                               10            1.40
==> power breakdown <==
| part | leakage [nW] | internal, mW | switching, mW |
|---|---|---|---|
| registers | 0.305 | 0.655 | 0.000000000111 |
| logic | 0.699 | 0.0437 | 0.00966 |
| clock network | 0.133 | 0.274 | 0.268 |
| total | 1.14 | 0.972 | 0.278 |
==> worst max-delay path by stage <==
stage / start / endpoint / slack (ns)
after CTS: ss_faling / spi_clk_o / -0.25
after global routing: ss_faling / spi_clk_o / -0.27
final: ss_faling / spi_clk_o / -0.23
Power is estimated from default activity; no workload was simulated.
