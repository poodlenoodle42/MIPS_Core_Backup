### /design/flow/config.mk
export PLATFORM = sky130hd
export DESIGN_NAME = RF
export DESIGN_NICKNAME = RF
export VERILOG_FILES = /design/flow/design.v
export SDC_FILE = /design/flow/constraint.sdc
export NUM_CORES = 4
export LEC_CHECK = 1
export CORE_UTILIZATION = 30
### /design/flow/constraint.sdc
current_design RF

set clk_period 8.4
set clk_io_pct 0.2

create_clock -name clk0 -period $clk_period [get_ports {clk}]

set non_clock_inputs [all_inputs -no_clocks]
set_input_delay [expr $clk_period * $clk_io_pct] -clock clk0 $non_clock_inputs
set_output_delay [expr $clk_period * $clk_io_pct] -clock clk0 [all_outputs]
### /design/flow/design.v
module RF(
    input [4:0] rs,
    input [4:0] rt,
    input [4:0] rd,
    input [4:0] rd_wb,
    input [31:0] result,
    input register_write,
    input clk,
    input stall,
    input forwarding_rs,
    input forwarding_rt,
    output reg stall_rs,
    output reg stall_rt,
    output reg [31:0] register_1,
    output reg [31:0] register_2
    );
reg [31:0] register_file [0:31];
reg [2:0] register_locks [0:31];
wire rs_locked;
assign rs_locked = rs == 0 ? 0 : (register_locks[rs] > 0);
wire rt_locked;
assign rt_locked = rt == 0 ? 0 : (register_locks[rt] > 0);
wire stall_w;
assign stall_w = (rt_locked == 1 && forwarding_rt == 0) || (rs_locked == 1 && forwarding_rs == 0);
integer i;
initial begin
    stall_rs = 0;
    stall_rt = 0;
    register_1 = 0;
    register_2 = 0;
    for(i = 0; i<32; i = i+1) begin
        register_file[i] = {32{1'b0}};
        register_locks[i] = {3{1'b0}};
    end
    register_file[29] = 'hfffffff0;
    register_file[30] = 'hfffffff0;
    register_file[31] = 'h80000000;
end
always @(negedge clk) begin
    if(stall == 0) begin
        if(stall_w == 0) begin
            if(rd != rd_wb ) begin
                if(rd != 0 && register_write == 1) begin
                    register_locks[rd] <= register_locks[rd] + 1;
                end
                if(rd_wb != 0) begin
                    register_locks[rd_wb] <= register_locks[rd_wb] - 1;
                end
            end else if (rd == rd_wb && register_write == 0) begin
                register_locks[rd_wb] <= register_locks[rd_wb] - 1;
            end
        end else begin
            register_locks[rd_wb] <= register_locks[rd_wb] - 1;
        end
        register_file[rd_wb] <= result;
        register_1 <= stall_w == 1 || rs == 0 ? 0 : register_file[rs];
        register_2 <= stall_w == 1 || rt == 0 ? 0 : register_file[rt];
        stall_rs <= rs_locked;
        stall_rt <= rt_locked;
    end
end
endmodule
### /design/flow/run.sh
#!/bin/bash
# OpenROAD 26Q1-2900-gdf79404cd8, Yosys 0.63+post, stock flow scripts
make -C /OpenROAD-flow-scripts/flow DESIGN_CONFIG=/design/flow/config.mk WORK_HOME=/design/flow/orfs finish
==> results.tsv <==
metric	value	unit
Die Ht	435	um
most common cell in the synthesized netlist	edfxtp_1	
cells in synth_stat.txt	2703	
Worst EP required	4.61	ns
tool warnings	1028	
Synth area leader	edfxtp_1	
final setup fails	0	
Post-Synthesis Cell Area	0.0563	mm2
# DRC	0	
Max-Cap Viols	0	
Tot Pwr	16.2	mW
Slew Viols, Final	0	
GR Util All Layers	0.196	
Setup WS pre-CTS	-0.501	ns
outcome	completed	
initial DRC count	2264	
PD cells	226	mW/mm2
maximum VDD drop	0.221	mV
Synth flops	1186	
fillcell total	16700	
fin util	0.387	
final hold vios	0	
FFs w/ async S/R, synth	0	
Setup Buffers After CTS	0	
CP Capture Type	flip-flop	
Max Fanout on Critical Path	9	
RSZ-0062 raised after global routing	false	
Post-Synthesis Cells	2703	
post-route insts no fill	6786	
Flop area	0.0356	mm2
Reg clk slew, reported paths	0.04	ns
setup tns final	0	ns
first-pass GRT wire length	249000	um
FP Util	0.303	
RePlAce Congestion	0.926	
Total Wirelength	172000	um
hold buffer count at CTS	0	
CP bufs+invs	2	
vias in the first global route	39900	
Crit Path Class	in2reg	
flip-flops with a built-in enable	1186	
DP HPWL	101000	um
final antenna-violating net count	0	
post-place instance area	0.0629	mm2
CP dominant cell by count	or4_1	
DIE WIDTH	435	um
Largest stage delay, worst path	0.68	ns
CP arrival	4.39	ns
Slew HR	0.480	
core area	0.186	mm2
DR vias/cell	5.08	
Post-Place Cells	5368	
GRT overflow	0	
Die Area	0.189	mm2
Port Buffers	122	
critical path startpoint category	input port	
initial antenna violation count	3	
Worst Hold Class	reg2reg	
CTS resizes	0	
crit-path cells	clkdlybuf4s50_1 -> buf_4 -> nor2_1 -> nand3_1 -> and3_1 -> a41oi_1 -> or4_1 -> o21ai_2 -> or4_1 -> o22ai_1	
Reg2Reg Setup Slack	5.01	ns
Synth Warn #	1	
Routed WL per cell	25.3	um
post-synth cell types	57	
fin area	0.0718	mm2
top cells, area	edfxtp_1 (63%), mux4_2 (28%), mux2i_1 (2.3%)	
CTS Root Cell	clkbuf_16	
worst r2r src	register_locks[11][0]	
Synth-to-Final Area Change	27.6	%
Setup crit start	rt[3]	
# IOs	123	
Min Hold Slack	0.992	ns
MI comb area	0.0196	mm2
CTS tree	yes	
Worst path top cell family by delay	simple AND/OR/NAND/NOR gates	
layout cells sized above 1	0.297	
via count	34400	
largest net degree at the start of global routing	95	
area share, top type	0.633	
P_leak	27.5	nW
Synth Seq Share	0.633	
ys flop type	edfxtp_1	
Final Skew	0.0333	ns
Critical-path top delay cell	or4_1	
cts bufs inserted	133	
Yosys Chip Area	0.0563	mm2
HP Start	register_file[29][18]	
Syn Area/Cell	20.8	um2
ant diodes	0	
worst slew pin tran	0.780	ns
FP Rows	158	
buffer depth of the longest clock path	3	
Sink Count	1186	
CTS H-tree depth	4	
worst skew pair latency	0.76	ns
Final WS setup	0.217	ns
first-pass iteration count of the detailed router	5	
Synth top cells by count	edfxtp_1 (1186), mux4_2 (693), mux2i_1 (131)	
path summary, 6_finish.rpt:
path | cells past startpoint | to
setup / recovery | 10 | register_locks[16][2]
hold / removal | 4 | register_2[18]
setup reg to reg | 8 | register_locks[16][2]
hold reg to reg | 4 | register_2[18]
flip-flops by register name (all words and copies together) (netlist names):
register        cells
register_1         32
register_locks     96
register_file    1024
register_2         32
stall_rt            1
stall_rs            1
report_power, final:
part           internal, mW  switching (mW)  leakage (nW)  total (mW)
registers              6.71          0.0577          10.8        6.77
clock network          4.35            3.73          8.54        8.08
logic                 0.676           0.723          8.21        1.40
tightest hold or removal path: cells and delay by family (launching register included):
kind	cells	cell delay, ns
DFF	1	0.32
muxes	3	0.51
and+or+nand+nor	1	0.07
logic make-up (layout without fill, tap and decap cells):
| kind of cell | count (synthesis) | after routing | share of synthesized area |
|---|---|---|---|
| flops | 1186 | 1186 | 0.633 |
| buf+inv | 270 | 1873 | 0.0208 |
| fa+ha+maj | 2 | 2 | 0.000444 |
| xor+xnor | 7 | 7 | 0.00109 |
| mux | 827 | 827 | 0.301 |
| simple gates | 272 | 272 | 0.0270 |
| compound gates | 139 | 139 | 0.0168 |
cells in the final DEF, fill, tap and decap left out, types with 16 or more instances in the layout:
cell | synthesis | final
inv_1 | 45 | 1223
edfxtp_1 | 1186 | 1186
mux4_2 | 693 | 693
buf_4 | 3 | 207
clkbuf_16 | 0 | 140
mux2i_1 | 131 | 131
clkdlybuf4s50_1 | 0 | 112
nor2_1 | 90 | 90
buf_12 | 0 | 83
o22ai_1 | 67 | 67
nand2_1 | 38 | 38
nor3_1 | 33 | 33
inv_2 | 1 | 32
clkinvlp_2 | 0 | 31
nor2_4 | 25 | 25
bufinv_16 | 0 | 19
a21oi_1 | 18 | 18
nor4_1 | 18 | 16
layer usage:
layer / global-route usage / share of wire
met1: 0.208 / 0.32
met2: 0.280 / 0.47
met3: 0.175 / 0.18
met4: 0.0652 / 0.022
met5: 0.00907 / 0.0011
area by class of cell:
| cell class | instances | share of cell area |
|---|---|---|
| well taps | 2480 | 0.0432 |
| flip-flops and latches | 1186 | 0.496 |
| inverters | 45 | 0.00249 |
| clock buffers | 140 | 0.0488 |
| repair buffers | 409 | 0.0615 |
| clock inverters | 1279 | 0.0759 |
| multi-input cells | 1247 | 0.272 |
Power figures rest on the tool's default switching activity, not on a simulated workload.
